--- flow/design.v ---
module next_PC(
input clk,arst,load,
input [31:0] PCnext,
output reg [31:0]PC
);
always@(posedge clk,negedge arst) begin
      if(arst==0) PC<=0;
      else if(load==0) PC<=PC;
      else PC<=PCnext;
    end
endmodule
--- flow/run.sh ---
#!/bin/bash
# OpenROAD 26Q1-2900-gdf79404cd8, Yosys 0.63+post, stock flow scripts
make -C /OpenROAD-flow-scripts/flow DESIGN_CONFIG=/design/flow/config.mk WORK_HOME=/design/flow/orfs finish
--- flow/config.mk ---
export PLATFORM = sky130hd
export DESIGN_NAME = next_PC
export DESIGN_NICKNAME = next_PC
export VERILOG_FILES = /design/flow/design.v
export SDC_FILE = /design/flow/constraint.sdc
export NUM_CORES = 4
export LEC_CHECK = 1
export CORE_AREA = 10 10 104 104
export DIE_AREA = 0 0 114 114
--- flow/constraint.sdc ---
current_design next_PC

set clk_period 1.0
set clk_io_pct 0.2

create_clock -name clk0 -period $clk_period [get_ports {clk}]

set non_clock_inputs [all_inputs -no_clocks]
set_input_delay [expr $clk_period * $clk_io_pct] -clock clk0 $non_clock_inputs
set_output_delay [expr $clk_period * $clk_io_pct] -clock clk0 [all_outputs]
==> results.env <==
NUM_VIAS=869
CRIT_CHAIN='buf_2'
WORST-ENDPOINT-REQUIRED_NS=0.80
LAYOUT.CELLS.MOST_COMMON_LIST='34 x buf_2, 32 x dfrtp_1, 32 x clkdlybuf4s50_1'
TIMING.SETUP.CRITICAL_PATH_CLASS='reg2out'
AREA_LEADERS='dfrtp_1 60%, mux2_4 33%, buf_12 4.5%'
SYNTH.COMB.LARGEST_FAMILY='multiplexers'
POST_SYNTH.CELL_AREA_AVG_UM2=19.8
SYNTH-XOR-AREA-SHARE_PCT=0
DRT-INITIAL-DRC-COUNT=21
WORSTSKEWPAIRLATENCY_NS=0.27
GROUTE.USAGE.OVERALL_PCT=5.57
FILLERS=918
CLKTRANSATPATHREGS_NS=0.07
HOLDWS_NS=0.307
CORE_AREA_MM2=0.00868
SYNTH.AREA.MUX_SHARE_PCT=35.2
DIE-HEIGHT_UM=114
SETUP_WS_NS=0.0135
SIMPLE_SHARE_PCT=0
SYNTHDISTINCTLIBCELLS=5
SLEW_HEADROOM_PCT=68.7
RSZ_0062_RAISED_AFTER_GLOBAL_ROUTING='true'
TOTALWIRELENGTH_UM=3490
WORST-PATH-MAX-FANOUT=2
GRT_PASS1_VIAS=1013
POST_SYNTH_FA_HA_MAJ_AREA_FRACTION_PCT=0
AREA_GROWTH_SYN_TO_LAYOUT_PCT=62.6
LARGEST_REGISTERS='PC (32)'
TRITONCTS='built'
DETAILEDPLACEMENTHPWL_UM=2650
SYNTH-SEQ-CELLS=32
FINAL.SETUP_SKEW_NS=0
DETAIL_ROUTE.ANTENNA_DIODES=0
TIMING.CRITICAL_PATH.FROM_TYPE='flop'
TIGHTEST_SLEW_NS=0.467
IO_BUFFERS=66
GRT_MAX_DEGREE=13
GRT.OVERFLOW.TOTAL=0
CLOCK_SINKS=32
DRC=0
DIE_OUTLINE_AREA_MM2=0.0130
WORSTREG2REGSTART='PC[10]'
POSTLAYOUTCOREUTIL_PCT=25.2
IR_WORST_VDD_uV=570
WORST-R2R-SETUP-SLACK_NS=0.13
MAX-CAP-VIOLATIONS=0
PERIOD_USED_PCT=98.6
CPLARGESTDELAYFAMILY='flip-flops'
FINAL_LAYOUT_SIZE_SUFFIX_GT1_SHARE_PCT=57.4
PLACE.GP.CONGESTION=0.730
CORE.ROWCOUNT=34
FINAL-COMB-AREA_UM2=473
VIASPERCELL=3.30
CP.DEPTH=1
TIMING.FINAL.MAX_SLEW_VIOLATIONS=0
P_LEAK_nW=1.04
AOI_SHARE_PCT=0
FINALWORSTPATHREQUIREDPERIOD_NS=0.986
FINAL_HOLD_VIOL_COUNT=0
TIMING.CRITICAL_PATH.FROM='PC[26]'
NETLIST_AREA_MM2=0.00135
NUMBER_OF_WARNINGS_THE_TOOLS_REPORTED=27
FP-UTILIZATION_PCT=15.5
REPORT.FINAL.SETUP_VIOL=0
NUM_IO_PINS=67
CTS-ROOT-BUF='clkbuf_8'
CRITICAL_PATH.ENDPOINT='PC[26]'
LARGEST_REGISTER_FFS=32
NETLIST.AREA_LEADER.SHARE_PCT=59.5
PRE_CTS_WS_NS=-0.0351
CTS-BUFFERS-INSERTED=5
R2R-END='PC[10]'
GRT_FIRST_PASS_WIRELENGTH_UM=5830
DRT_PASS1_ITERATIONS=2
SHARE_OF_SYNTHESIZED_AREA_OCCUPIED_BY_FLIP_FLOPS_AND_LATCHES_PCT=59.5
LAYOUT.CELLS.MOST_COMMON='buf_2'
MAX_CLOCK_FREQ_MHz=1010
PLACEMENT.CELL_AREA_MM2=0.00217
TIMING.CRITICAL_PATH.TO_TYPE='output pin'
POWER.DENSITY_CELL_AREA_mW_PER_MM2=1430
WORST_PATH_MAX_DELAY_CELL='dfrtp_1'
NETLIST_INSTANCES=68
WORST_PATH_BUFS_INVS=1
SYNTH.YOSYS.WARNINGS=1
ROUTED_LENGTH_PER_PLACED_INSTANCE_UM=13.3
YOSYS.STAT.CHIPAREA_MM2=0.00135
CLOCKBUFFERDEPTH=2
DIE_W_UM=114
SYNTH_STAT.CELLS=68
DETAIL-ROUTE-ANTENNA-NETS=0
FIN_AREA_MM2=0.00219
CTS.HTREE.LEVELS=2
RUN_STATUS='finished, final reports clean'
ARRIVAL_TIME_OF_THE_WORST_SETUP_PATH_NS=0.79
AREA.SEQUENTIAL_UM2=801
INITIAL_ANTENNA_VIOLATION_COUNT=0
TIMING.REG2REG.WORST_PATH_DEPTH=2
REGISTERS.TOP_BY_FF_COUNT='PC'
MIN-DELAY-PATH-CLASS='in2reg'
YOSYSTOPAREACELL='dfrtp_1'
CP_SLOWEST_STAGE_DELAY_NS=0.38
final cells by class:
| type | count | area share (%) |
|---|---|---|
| clock inverters | 2 | 0.458 |
| clock buffers | 6 | 3.78 |
| repair buffers | 83 | 31.4 |
| flip-flops and latches | 32 | 36.6 |
| multi-input cells | 32 | 21.6 |
| well taps | 108 | 6.18 |
how the worst min path moves through the flow:
stage | depth (start not counted) | slack, ns | to | from
final | 2 | 0.31 | PC[31] | load
after global routing | 2 | 0.30 | PC[31] | load
after CTS | 2 | 0.29 | PC[31] | load
report_power, final:
group	leakage [nW]	total, mW	switching [mW]	internal, mW
Combinational	0.617	0.629	0.161	0.468
Clock	0.0510	1.02	0.472	0.549
Sequential	0.374	1.49	0.0621	1.42
Total	1.04	3.14	0.695	2.44
stage by stage:
| step | std cells | total power [mW] | setup TNS, ns |
|---|---|---|---|
| final | 263 | 3.14 | 0 |
| after global routing | 263 | 3.36 | -0.562 |
| after CTS | 260 | 3.22 | -0.0429 |
| after detailed placement | 244 | 2.22 | -0.237 |
| after global placement | 244 | 2.23 | -0.350 |
| after floorplan | 68 | 1.74 | 0 |
cell families after synthesis:
logic type	count (synthesis)
buffers and inverters	4
flip-flops	32
multiplexers	32
cell usage after synthesis:
library cell	number
dfrtp_1	32
mux2_4	30
mux2_2	2
buf_6	1
buf_12	3
layer usage:
metal / GRT usage, % / share of wire (%)
met5: 0 / 0
met2: 6.83 / 36
met1: 8.52 / 51
met4: 0.334 / 0.77
met3: 3.19 / 13
timing repair:
action / CTS / global route
hold buffers: 2 / 0
gates resized: 97 / 0
endpoints found under the hold margin: 10 / 0
endpoints found under the setup margin: 32 / 28
setup buffers: 6 / 3
Power figures rest on the tool's default switching activity, not on a simulated workload.
