**design/flow/run.sh**
```bash
#!/bin/bash
# OpenROAD 26Q1-2900-gdf79404cd8, Yosys 0.63+post, stock flow scripts
make -C /OpenROAD-flow-scripts/flow DESIGN_CONFIG=/design/flow/config.mk WORK_HOME=/design/flow/orfs finish
```
**design/flow/config.mk**
```make
export PLATFORM = sky130hd
export DESIGN_NAME = UartplusBuffer
export DESIGN_NICKNAME = UartplusBuffer
export VERILOG_FILES = /design/flow/design.v
export SDC_FILE = /design/flow/constraint.sdc
export NUM_CORES = 4
export LEC_CHECK = 1
export CORE_AREA = 10 10 70 70
export DIE_AREA = 0 0 80 80
```
**design/flow/constraint.sdc**
```tcl
current_design UartplusBuffer

set clk_period 1.4
set clk_io_pct 0.2

create_clock -name clk0 -period $clk_period [get_ports {clk_uart}]

set non_clock_inputs [all_inputs -no_clocks]
set_input_delay [expr $clk_period * $clk_io_pct] -clock clk0 $non_clock_inputs
set_output_delay [expr $clk_period * $clk_io_pct] -clock clk0 [all_outputs]
```
**design/flow/design.v**
```verilog
module Buffer(
  input areset,clk,load,
  input [7:0] d,
  output reg [7:0] q
);
always@(posedge clk or negedge areset)
begin
  if(!areset)
   q <= 8'h00;
  else if(load)
   q <= d;
end
endmodule
module UartplusBuffer(
  input clk_uart,areset_uart,WD,load,
  input [7:0] data,
  output tx_serial
);
wire [7:0] q;
uart_tx uart (.areset(areset_uart),.clk1(clk_uart),.data(q),.tx_serial(tx_serial));
Buffer buff (.areset(areset_uart),.clk(clk_uart),.load(load),.d(WD),.q(q));
endmodule
module uart_tx (
  input areset,clk1,
  input [7:0] data,
  output reg tx_serial
);
parameter Start_bit = 1'b0, End_bit = 1'b1;
reg [3:0] counter1;
 always@(*)
 begin
    case(counter1)
      0 : tx_serial = End_bit;
      1 : tx_serial = Start_bit;
      default : tx_serial = data[counter1 - 2];
    endcase 
 end
 always@(posedge clk1 or negedge areset)
   begin 
 if(~areset)
       counter1 <= 4'b0000;
    else if (counter1 == 4'b1001)
     counter1 <= 4'b0000;
  else
       counter1 <= counter1 + 1'b1;
   end
endmodule
```
==> Changelog: implementation <==
### Metrics

- Clk sinks: 5
- Number of global-route vias before repair: 220
- Die extent in y: 80 µm
- Post-route minimum period: 1.615 ns
- Worst Path Buf+Inv: 1
- Site Rows: 21
- Initial antenna violation count: 0
- Cells after Synth: 24
- Flops & latches, synth: 5
- CTS HTree Levels: 1
- Routed via count: 212
- Synth area leader: dfrtp_1
- Total GRT Usage: 0.01834
- I/O pin cnt: 13
- DRT iter0 DRCs: 12
- Antenna violation net count after detailed routing: 0
- Reg clk slew, reported paths: 0.04 ns
- Vias per cell: 2.524
- Core ar.: 3416 µm²
- Outcome: complete, but fails checks
- Critical Path Fanout Max: 2
- Worst Path Class, Setup: flip-flop to output pin
- Max Freq: 619.4 MHz
- Total grt overflow: 0
- Port bufs: 4
- Hpwl dp: 412.5 µm
- Transition time at the pin with the least slew margin: 0.2226 ns
- Ratio of cells with drive above 1 in the final layout: 0.2895
- CP Cell Sequence: or4_1, o31ai_1, buf_2
- CP Capture Type: output pin
- Final setup violation count: 1
- Ys cells: 24
- Total power: 0.3255 mW
- Layout Skew: 0.003307 ns
- CTS Buf Count: 3
- Crit path DRT: 1.12 ns
- DIE WIDTH: 80 µm
- Netlist Area Pre-Place: 256.5 µm²
- Final slew viol count: 0
- Largest net degree at the start of global routing: 6
- P_leak: 0.1671 nW
- Seq share, synth: 0.4878
- CP max stage delay: 0.52 ns
- Power per standard cell area: 774.3 nW/µm²
- Violated checks: negative setup slack
- CTS tree: built
- Top Layout Cells: 6 x buf_4, 5 x dfrtp_1, 3 x inv_1, 3 x clkbuf_4, 3 x clkdlybuf4s50_1
- WL/cell: 6.167 µm
- Layout fillers: 395
- Hold Path Class: input port to async pin
- CP max stage cell: or4_1
- VDD IR max: 149.1 µV
- Fin worst setup slack: -0.2146 ns
- RSZ-0062 raised after global routing: yes
- Mean Syn Cell Area: 10.69 µm²
- Startpoint Class: flip-flop
- Setup TNS: -0.2146 ns
- Cell family with most CP delay: simple AND/OR/NAND/NOR gates
- FF/Latch Area: 125.1 µm²
- Syn-to-layout area delta: 63.90%
- Chip Area, Yosys: 256.5 µm²
- First-pass DRT Iterations: 2
- MaxCap Viol Count: 0
- Util after Layout: 0.1231
- Logic area: 120.1 µm²
- Chip area: 6400 µm²
- Tool warnings: 36
- Starting density of the core: 0.07509
- Synthesis Warnings: 3
- Top-area cell share: 0.4878
- Distinct lib cells: 16
- Worst EP arrival: 1.33 ns
- Antenna diodes: 0
- GP Congestion: 0.6956
- Wirelength, routed: 518 µm
- Most common cell after layout, fill and taps aside: buf_4
- CTS Buffer Depth: 2
- DR DRC count: 0
- Top cells, area: dfrtp_1 49%, ha_1 9.8%, inv_1 4.4%
- Slew margin rel.: 0.8511
- Worst-Skew Late Latency: 0.24 ns
- First-pass GRT wire length: 993 µm
- Clock root buffer: clkbuf_4
- Final Cycle Share: 1.153
- Final Hold Vio Count: 0
==> worst register-to-register path: stages, from the launching register on <==
cell	delay (ns)
dfrtp_1	0.38
buf_4	0.14
buf_4	0.14
ha_1	0.19
o21bai_1	0.15
a31oi_1	0.15
==> kinds of logic (layout without fill, tap and decap cells) <==
| kind of cell | count (synthesis) | in the layout | synth area share |
|---|---|---|---|
| adder cells (fa/ha/maj) | 2 | 2 | 0.09755 |
| XOR/XNOR | 2 | 2 | 0.06831 |
| buffers and inverters | 3 | 17 | 0.04390 |
| multiplexers | 1 | 1 | 0.04390 |
| AND/OR/NAND/NOR | 6 | 6 | 0.1366 |
| flip-flops | 5 | 5 | 0.4878 |
| AND-OR/OR-AND | 5 | 5 | 0.1220 |
==> power by group <==
group	leakage (nW)	switching [mW]	total, mW	internal [mW]
clock	0.0150	0.0549	0.162	0.108
combinational	0.0891	0.00385	0.0136	0.00979
sequential	0.0630	0.00144	0.149	0.148
==> metal layers <==
layer  up-vias  share of wire  GRT usage
met2         4           0.45    0.02327
met4         0          0.029    0.01056
li1        108              -          -
met1        98           0.48    0.02478
met3         2          0.039   0.007955
met5         -              0          0
==> path summary, 6_finish.rpt <==
path / from / end / slack (ns) / depth (start not counted)
worst max-delay path: uart.counter1[3] / tx_serial / -0.21 / 3
worst min-delay path: areset_uart / uart.counter1[1] / 0.26 / 1
worst max register to register: uart.counter1[1] / uart.counter1[3] / 0.17 / 5
worst min register to register: buff.q[0] / buff.q[0] / 0.51 / 1
max in group asynchronous: areset_uart / buff.q[0] / 0.95 / 1
min in group clk0: buff.q[0] / buff.q[0] / 0.51 / 1
==> state kept, by name, indices dropped and copies added (netlist names) <==
signal	flops
buff.q	1
uart.counter1	4
==> metrics by stage <==
| stage | std cells | hold WS [ns] | instance area (µm²) | setup slack [ns] |
|---|---|---|---|---|
| final | 84 | 0.2607 | 420.4 | -0.2146 |
| after floorplan | 24 | -0.01559 | 256.5 | 0.1586 |
| after global placement | 79 | 0.5128 | 391.6 | -0.3401 |
| after detailed placement | 79 | 0.5117 | 391.6 | -0.3408 |
| after CTS | 84 | 0.2632 | 420.4 | -0.2223 |
| after global routing | 84 | 0.2714 | 420.4 | -0.3211 |
==> cell type report <==
| cell class | count | share of cell area |
|---|---|---|
| flip-flops and latches | 5 | 0.2976 |
| multi-input cells | 16 | 0.2857 |
| repair buffers | 10 | 0.1905 |
| well taps | 46 | 0.1369 |
| clock buffers | 4 | 0.06250 |
| inverters | 3 | 0.02679 |
==> cell usage after synthesis (all sizes together) <==
| master | count |
|---|---|
| nand2 | 2 |
| nor2b | 1 |
| or4 | 1 |
| o21bai | 1 |
| dfrtp | 5 |
| a31oi | 1 |
| a21oi | 1 |
| or2b | 1 |
| xor2 | 1 |
| mux2 | 1 |
| xnor2 | 1 |
| inv | 3 |
| o21ai | 1 |
| ha | 2 |
| nand2b | 1 |
| o31ai | 1 |
==> timing repair <==
action,CTS,global route
setup buffers,1,0
hold buffers,0,0
pin swaps,1,2
resized,3,0
endpoints found under the setup margin,1,1
No activity file was given, so power comes from the tool's default toggle rates.
